<file path="design/flow/run.sh">
#!/bin/bash
# OpenROAD 26Q1-2900-gdf79404cd8, Yosys 0.63+post, stock flow scripts
make -C /OpenROAD-flow-scripts/flow DESIGN_CONFIG=/design/flow/config.mk WORK_HOME=/design/flow/orfs finish
</file>
<file path="design/flow/config.mk">
export PLATFORM = sky130hd
export DESIGN_NAME = UARTReceiver
export DESIGN_NICKNAME = UARTReceiver
export VERILOG_FILES = /design/flow/design.v
export SDC_FILE = /design/flow/constraint.sdc
export NUM_CORES = 4
export LEC_CHECK = 1
export CORE_UTILIZATION = 30
</file>
<file path="design/flow/constraint.sdc">
current_design UARTReceiver

set clk_period 2.1
set clk_io_pct 0.2

create_clock -name clk0 -period $clk_period [get_ports {clk}]

set non_clock_inputs [all_inputs -no_clocks]
set_input_delay [expr $clk_period * $clk_io_pct] -clock clk0 $non_clock_inputs
set_output_delay [expr $clk_period * $clk_io_pct] -clock clk0 [all_outputs]
</file>
<file path="design/flow/design.v">
module UARTReceiver #(
    parameter CLOCK_RATE = 50000000,
    parameter BAUD_RATE = 115200
)(
    input  wire       clk,       
    input  wire       reset,     
    input  wire       enable,    
    input  wire       in,        
    input  wire       ready,     
    output reg  [7:0] out,       
    output reg        valid,     
    output reg        error,     
    output reg        overrun    
);
    localparam RX_PERIOD_COUNT = $rtoi(CLOCK_RATE / (BAUD_RATE * 16) + 0.5);  
    localparam RX_COUNT_WIDTH = $clog2(RX_PERIOD_COUNT);
    reg [RX_COUNT_WIDTH-1:0] rxCounter;
    localparam RESET = 0, IDLE = 1, DATA_BITS = 2, STOP_BIT = 3;
    reg [1:0] state;
    reg [2:0] bitIndex;      
    reg [2:0] inputReg;      
    reg [3:0] sampleCount;   
    reg [7:0] data;          
    reg out_latched;         
    always @(posedge clk) begin
        if (reset || !enable) begin
            out <= 8'b0;
            error <= 0;
            overrun <= 0;
            valid <= 0;
            inputReg <= 3'b111;
            bitIndex <= 3'b0;
            sampleCount <= 4'b0;
            data <= 8'b0;
            out_latched <= 0;
            state <= RESET;
            rxCounter <= 0;
        end else if (rxCounter < (RX_PERIOD_COUNT - 1)) begin
            rxCounter <= rxCounter + 1;
            if (out_latched) begin
                out_latched <= 0;
                valid <= 1;
            end else if (ready) begin
                valid <= 0;
            end
        end else begin
            rxCounter <= 0;
            inputReg <= { inputReg[1], inputReg[0], in };
            case (state)
                RESET: begin
                    out <= 8'b0;
                    error <= 0;
                    overrun <= 0;
                    valid <= 0;
                    inputReg <= 3'b111;
                    bitIndex <= 3'b0;
                    sampleCount <= 4'b0;
                    data <= 8'b0;
                    out_latched <= 0;
                    if (enable) begin
                        state <= IDLE;
                    end
                end
                IDLE: begin
                    if (sampleCount >= 4'h5) begin
                        state <= DATA_BITS;
                        bitIndex <= 3'b0;
                        sampleCount <= 4'b0;
                        data <= 8'b0;
                        out_latched <= 0;
                        error <= 0;
                        overrun <= 0;
                    end else if (!(|inputReg) || (|sampleCount)) begin
                        if (|inputReg) begin
                            error <= 1;
                            state <= RESET;
                        end
                        sampleCount <= sampleCount + 1;
                    end
                end
                DATA_BITS: begin
                    if (&sampleCount) begin
                        sampleCount <= 4'b0;
                        data[bitIndex] <= (inputReg[0] & inputReg[1]) | (inputReg[0] & inputReg[2]) | (inputReg[1] & inputReg[2]);
                        if (&bitIndex) begin
                            bitIndex <= 3'b0;
                            state <= STOP_BIT;
                        end else begin
                            bitIndex <= bitIndex + 1;
                        end
                    end else begin
                        sampleCount <= sampleCount + 1;
                    end
                end
                STOP_BIT: begin
                    if (&sampleCount) begin
                        if (&inputReg) begin
                            if (!valid) begin
                                out <= data;
                                out_latched <= 1;
                            end else begin
                                overrun <= 1;
                            end
                            state <= IDLE;
                        end else begin
                            error <= 1;
                            state <= RESET;
                        end
                    end
                    sampleCount <= sampleCount + 1;
                end
                default: begin
                    state <= RESET;
                end
            endcase
        end
    end
endmodule
</file>
==> CHANGELOG.md <==
## Flow update

- Crit path kind: reg -> reg
- Flops after synth: 39
- Hold slack final: 0.454 ns
- # IOs: 16
- Peak Freq: 508 MHz
- Tool warnings: 31
- CP max FO: 8
- CTS HTree Levels: 2
- Worst-margin pin slew: 0.496 ns
- Largest cells by area: dfxtp_1, nand2_1, ha_1
- Final setup vio count: 0
- CP max-delay cell: a221o_2
- Diodes inserted: 0
- DR iter-0 viols: 87
- Setup WS post-layout: 0.131 ns
- Yosys Instances: 256
- FFs w/ async S/R, synth: 0
- Core area: 0.00642 mm^2
- Hold Path End: rxCounter[0]
- Hold path start: rxCounter[0]
- GRT Overall Usage: 0.139
- R2r startpoint: sampleCount[1]
- Count of library flops with an enable pin: 0
- Critical Path AT: 2.20 ns
- Reg2reg end: sampleCount[3]
- IO buf count: 15
- Hold_buf cts: 0
- Worst min-delay path class: reg -> reg
- Drt total wl: 4480 um
- Synth Instances: 256
- Sink Count: 39
- CTS Buf Count: 5
- Power per cell area: 557 mW/mm^2
- DR vias/cell: 5.21
- RSZ-0062 raised after global routing: no
- Die y size: 83.9 um
- First-pass GRT wire length: 7980 um
- Fin. Hold Viols: 0
- Final Util: 0.374
- Final worst path period share: 0.937
- Period minus WS final: 1.97 ns
- Syn Std Cell Area: 0.00201 mm^2
- Reg clk slew, reported paths: 0.08 ns
- Initial core utilization: 0.314
- Max Cap Violations: 0
- Final Max Tran Viols: 0
- Global route overflow: 0
- Area grow syn2layout: 19.3%
- Row count: 29
- DIE AREA: 0.00705 mm^2
- Dominant register cell: dfxtp_1
- Final ANT Viol Nets: 0
- Failing checks: DRC
- CTS tree: built
- Outcome: finished with violations
- Root Buffer: clkbuf_8
- Seq/Total Area, Yosys: 0.388
- Initial antenna violation count: 0
- CP Cell Sequence: inv_1, ha_1, nor4bb_1, a221o_2, or3_1, a21o_1, a21oi_2
- Vias: 1843
- Final cell count without fillers: 354
- Final Wtd Congestion: 0.832
- Yosys warning tally: 1
- # DRC: 2
- Crit path DRT: 2.33 ns
- Clock skew: 0.00508 ns
- Clock Latency Late Sink: 0.29 ns
- Yosys stat area: 0.00201 mm^2
- Avg WL per Cell: 12.7 um
- HPWL after DPL: 3040 um
- Setup tns final: 0 ns
- Worst setup SP type: flop
- Delay of the slowest cell on the worst path: 0.47 ns
- Maximum buffer depth of the clock tree: 2
- Pre-CTS setup slack: 0.101 ns
- Maximum VDD drop: 0.253 mV
- R2R cell count: 7
- Relative max-transition margin: 0.668
- Die Width: 83.9 um
- Post-synth top area cell: dfxtp_1
- WHS Path Cells: 1
- Vias in the first global route: 1682
- Critical Path End Type: flop
- Placed instance count: 346
- Layout cells sized above 1: 0.105
- Slack of the worst reg-to-reg path: 0.13 ns
- Synth cell types: 42
- Syn_area_per_cell: 7.87 um^2
- First-pass iteration count of the detailed router: 45
- Largest net degree at the start of global routing: 25
- Leakage: 0.000876 uW
- Post-synth top area share: 0.388
[layout by cell type, fill, tap and decap left out, types with 2 or more instances in the layout]
cell	n
a21boi_0	6
nor2_1	21
clkbuf_8	7
nand2b_1	5
o21ai_0	23
nor4_1	2
nor2b_1	4
nand3_1	13
a31oi_1	5
nand4_1	11
dfxtp_1	38
clkdlybuf4s50_1	15
a21o_1	3
buf_4	13
and3_1	2
or3_1	3
xor2_1	2
xnor2_1	2
nand3b_1	2
nor3_1	10
a211oi_1	2
a32oi_1	2
a22oi_1	2
ha_1	10
a21oi_1	15
inv_1	7
nand2_1	35
[cell usage after synthesis, types with 2 or more instances]
master	number
a31oi_1	5
clkbuf_1	13
a21boi_0	6
nand2_1	35
nor4_1	2
nand3_1	13
a21oi_1	15
xor2_1	2
nand4_1	11
nand2b_1	5
xnor2_1	2
a211oi_1	2
a22oi_1	2
nor2_1	21
inv_1	7
a32oi_1	2
or3_1	3
nor3_1	10
dfxtp_1	39
a21o_1	3
nor2b_1	4
nand3b_1	2
ha_1	10
o21ai_0	23
and3_1	2
[per-layer routing]
metal / part of all wire / global-route usage / vias up
li1: - / - / 949
met1: 0.51 / 0.221 / 850
met2: 0.44 / 0.212 / 39
met3: 0.032 / 0.0161 / 5
met4: 0.015 / 0.0157 / 0
met5: 0 / 0 / -
[cell families (layout without fill, tap and decap cells)]
kind of cell | after synthesis | count (layout) | share of synthesized area
AND-OR/OR-AND | 66 | 66 | 0.204
multiplexers | 1 | 1 | 0.00497
buffers and inverters | 22 | 43 | 0.0435
AND/OR/NAND/NOR | 113 | 113 | 0.276
XOR/XNOR | 4 | 4 | 0.0174
adder cells (fa/ha/maj) | 11 | 11 | 0.0671
flip-flops | 39 | 39 | 0.388
[state kept, by name (all words and copies together), names as in the netlist]
signal	flops
bitIndex	3
data	8
error	1
inputReg	3
out	8
out_latched	1
overrun	1
rxCounter	5
sampleCount	4
state	4
valid	1
[cell type report]
| type | count | area, um^2 |
|---|---|---|
| inverters | 7 | 26.3 |
| flip-flops and latches | 39 | 782 |
| fillers | 645 | 4020 |
| multi-input cells | 195 | 1150 |
| repair buffers | 28 | 248 |
| clock buffers | 8 | 100 |
| well taps | 77 | 96.3 |
[through the flow]
step	power, uW	area (um^2)
4_1_cts	1350	2400
6_report	1340	2400
3_3_place_gp	791	2300
2_1_floorplan	776	2010
5_1_grt	1390	2400
3_5_place_dp	792	2300
[worst max path at each step]
stage	startpoint	to	slack (ns)	cells after the start
CTS	sampleCount[0]	sampleCount[3]	0.08	7
global route	sampleCount[1]	sampleCount[3]	0.003	7
finish	sampleCount[1]	sampleCount[3]	0.13	7
[critical path: cells and delay by family (launching register included)]
kind            cells  cell delay, ns
compound gates      3            0.76
fa+ha+maj           1            0.19
buf+inv             1            0.09
flops               1            0.38
simple gates        2            0.49
[report_power, final]
group,switching [uW],internal (uW)
logic,19.3,12.6
clock network,264,300
registers,1.64,741
total,285,1050
[repair_timing]
item	4_1_cts	5_1_grt
endpoints found under the hold margin	0	0
endpoints found under the setup margin	0	6
resized	0	2
buffers inserted	0	0
Power figures rest on the tool's default switching activity, not on a simulated workload.
