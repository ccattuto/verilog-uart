==> /design/flow/config.mk <==
export PLATFORM = sky130hd
export DESIGN_NAME = UARTTransmitter
export DESIGN_NICKNAME = UARTTransmitter
export VERILOG_FILES = /design/flow/design.v
export SDC_FILE = /design/flow/constraint.sdc
export NUM_CORES = 4
export LEC_CHECK = 1
export CORE_AREA = 10 10 98 98
export DIE_AREA = 0 0 108 108
==> /design/flow/constraint.sdc <==
current_design UARTTransmitter

set clk_period 2.0
set clk_io_pct 0.2

create_clock -name clk0 -period $clk_period [get_ports {clk}]

set non_clock_inputs [all_inputs -no_clocks]
set_input_delay [expr $clk_period * $clk_io_pct] -clock clk0 $non_clock_inputs
set_output_delay [expr $clk_period * $clk_io_pct] -clock clk0 [all_outputs]
==> /design/flow/design.v <==
module UARTTransmitter #(
    parameter CLOCK_RATE = 50000000,
    parameter BAUD_RATE = 115200
)(
    input  wire       clk,       
    input  wire       reset,     
    input  wire       enable,    
    input  wire       valid,     
    input  wire [7:0] in,        
    output reg        out,       
    output reg        ready      
);
    localparam TX_PERIOD_COUNT = $rtoi(CLOCK_RATE / BAUD_RATE + 0.5);
    localparam TX_COUNT_WIDTH = $clog2(TX_PERIOD_COUNT);
    reg [TX_COUNT_WIDTH-1:0] txCounter = 0;
    localparam IDLE = 0, START_BIT = 1, DATA_BITS = 2, STOP_BIT = 3;
    reg [1:0] state;
    reg [7:0] data;          
    reg [2:0] bitIndex;      
    always @(posedge clk) begin
        if (reset) begin
            ready <= 0;
            out <= 1; 
            bitIndex <= 3'b0;
            data <= 8'b0;
            state <= IDLE;
            txCounter <= 0;
        end else if (enable & ready & valid) begin
            data    <= in;  
            ready   <= 1'b0;
            state   <= START_BIT;
        end else if (txCounter < (TX_PERIOD_COUNT - 1)) begin
            txCounter <= txCounter + 1;
        end else begin
            txCounter <= 0;
            case (state)
                default: begin
                    state <= IDLE;
                end
                IDLE: begin
                    out <= 1;  
                    ready <= 1;
                    bitIndex <= 3'b0;
                    data <= 8'b0;
                end
                START_BIT: begin
                    out <= 0;  
                    state <= DATA_BITS;
                end
                DATA_BITS: begin  
                    out <= data[bitIndex];
                    if (&bitIndex) begin
                        bitIndex <= 3'b0;
                        state <= STOP_BIT;
                    end else begin
                        bitIndex <= bitIndex + 1;
                    end
                end
                STOP_BIT: begin  
                    out <= 1;
                    state <= IDLE;
                end
            endcase
        end
    end
endmodule
==> /design/flow/run.sh <==
#!/bin/bash
# OpenROAD 26Q1-2900-gdf79404cd8, Yosys 0.63+post, stock flow scripts
make -C /OpenROAD-flow-scripts/flow DESIGN_CONFIG=/design/flow/config.mk WORK_HOME=/design/flow/orfs finish
==> run summary <==
Implementation numbers.

- The run finished with clean final reports.
- Per the synthesis report, the single largest cell type by area occupies 46.1% of cell area.
- The share of power burned in combinational logic is under 10%.
- The worst setup path is captured at a flop.
- According to the dpl log, the detail-placed design has an HPWL of 1.69 mm.
- At the pin with the least slew margin, the transition time is 0.529 ns.
- For met3 alone, demand over resource in global routing was 1.27%.
- The layout overhead on the synthesized area is 27.4%.
- As logged by OpenROAD, the buffers inserted on ports number 13.
- The number of antenna violations at the first check in global routing came to 0.
- In this run the clock root is driven by a sky130_fd_sc_hd__clkbuf_8.
- The clock buffer count from CTS is 3.
- The startpoint of the most critical register-to-register path is bitIndex[1]$_SDFFE_PP0P_.
- Switching power as a fraction of the total was reported as 20.2%.
- The launch instance of the worst min-delay path is data[0]$_SDFFE_PP0P_.
- Clock-pin slew was measured on the worst setup and hold paths at around 0.090 ns.
- The worst-case reg-to-reg setup slack stands at around 0.54 ns.
- Per the final timing report, the hold violations number 0.
- The number of setup violations in the final report is 0.
- The clock share of power is between 30% and 40%.
- The post-cts resize count is 0.
- The number of cells after detailed placement is 228.
- The layout has 842 filler cells.
- The number of register bits inferred by synthesis is 26.
- The final design area excluding fillers is 0.00144 sq mm.
- The total vias in the final route is roughly 870.
- The fraction of the cycle the final worst path needs is 79.1%.
- The sink count of the clock tree is 26.
- Buffers added to address setup during post-CTS repair amount to 0.
- The number of remaining DRC errors is 0.
- The per-cell via count in the routed design is 3.75.
- The total number of warnings across the stage logs is 25.
- The synthesis run shows the most used standard cells to be sky130_fd_sc_hd__dfxtp_1 (26), sky130_fd_sc_hd__nor2_1 (11), sky130_fd_sc_hd__a21oi_1 (9), sky130_fd_sc_hd__a22o_1 (8).
- The switching power summed over all nets is 0.000185 W.
- The first TritonRoute pass finished after 4 iterations.
- In the synthesized netlist the async set-or-reset flop fraction comes to 0%.
- In this run, flip-flops and latches consume around 58% of the power.
- The commonest register cell is sky130_fd_sc_hd__dfxtp_1.
- On met1, the global router reports a usage of roughly 6.0%.
- Setup repair after global routing left no endpoint under its margin.
- The routed wirelength normalized by instance count is 9.78 um.
- The die is between 100 and 150 um tall.
- Per the GRT congestion report, total overflow comes to 0.
- Of the cells placed in the final design, the portion with a size suffix greater than 1 is 10.0%.
- The post-route minimum period is 1.58 ns.
- The nature of the critical path startpoint is an input pin.
- For this run, the number of standard cells in the final layout without fillers is 232.
- Checking max transition, the worst relative margin is 64.6%.
- The placer congestion estimate is 0.750.
- The arrival time at the worst endpoint is between 1.5 and 2 ns.
- The count of nets left with antenna violations once routing finished came out at 0.
- The report lists the number of standard-cell rows as 32.
- The report shows a maximum critical-path fanout of 14.
- The category of the most critical setup path is input pin to flop.
- The data required time reported for the critical path is 2.21 ns.
- The boundary pin count is 14.
- The mean post-synth cell area is roughly 9.8 sq um.
- The die is 108 um wide.
- In this run the cell area measured after placement is around 0.0014 sq mm.
- The pin count of the biggest net entering global routing is 15.
- The final setup TNS is 0 ns.
- The fmax is 0.632 GHz.
- The post-synthesis instance total is 115.
- The maximum resistive drop on vdd is 0.243 mV.
- The overall routing resource usage is 4.01%.
- The final clock skew is 0.00361 ns.
- The report counts max-capacitance violations totalling 0.
- The busiest layer in global routing is met1.
- Measured in cells, the most critical reg-to-reg path has a length of 4.
- The sequential fraction of the synthesis area is 46.1%.
- The worst min-delay path category is flop to flop.
- By area the synthesized netlist is led by sky130_fd_sc_hd__dfxtp_1 (46%), sky130_fd_sc_hd__a22o_1 (6.2%), sky130_fd_sc_hd__a21oi_1 (4.0%).
- The synthesized netlist was found by Yosys to have 115 cells.
- The clock tree from TritonCTS is built.
- The core area is approximately 0.0076 sq mm.
- Per the log, the first TritonRoute iteration ended with a DRC count of 33.
- Per the OpenROAD power report, leakage power amounts to about 0.50 nW.
- The chip occupies 0.0117 sq mm.
- In this run, synthesis inferred 0 flip-flops with an integrated enable.
- The cell type with the highest aggregate area in the netlist is sky130_fd_sc_hd__dfxtp_1.
- The hold buffer count at cts is 0.
- The detailed-route wire length is 2.27 mm.
- The number of global-route vias before repair is between 800 and 900.
- The synthesis warning total is 1.
- The first global-routing pass estimated 3.96 mm of wire.
- The internal power component is 0.000733 W.
- The chip area estimate from yosys synthesis is 0.00113 sq mm.
- The starting density of the core is 14.8%.
- The final-report max-slew violation count is 0.
- The synthesized area is 0.00113 sq mm.
- In this run the number of H-tree levels came out at 1.
- The number of antenna diodes in the final layout is 0.
- The report gives the cell count of the worst hold path as 1.
- The most popular library cell in the synthesized design by count is sky130_fd_sc_hd__dfxtp_1.
- The endpoint of the lowest-slack register-to-register path is out$_SDFFE_PP1P_.
- After synthesis, the netlist uses 33 different library cells.
- The worst hold endpoint is data[0]$_SDFFE_PP0P_.
- The fraction of met2 tracks used by global routing is 5.65%.
- As reported, the later end of the worst-skew pair has a clock insertion delay of 0.26 ns.
- Counting along the longest clock path gives a buffer depth of 2.
- Per the summary, power density relative to cell area is 638 mW/mm^2.
==> registers in the layout (all words and copies together) (netlist names) <==
name,flops
state,4
out,1
data,8
bitIndex,3
txCounter,9
ready,1
==> placed cells by master (no fill, tap or decap), types with 2 or more instances in the layout <==
| cell type | netlist | routed |
|---|---|---|
| sky130_fd_sc_hd__a21oi_1 | 9 | 9 |
| sky130_fd_sc_hd__a22o_1 | 8 | 8 |
| sky130_fd_sc_hd__and3_1 | 3 | 3 |
| sky130_fd_sc_hd__clkbuf_8 | 0 | 4 |
| sky130_fd_sc_hd__clkdlybuf4s50_1 | 0 | 13 |
| sky130_fd_sc_hd__dfxtp_1 | 26 | 26 |
| sky130_fd_sc_hd__ha_1 | 3 | 3 |
| sky130_fd_sc_hd__mux2i_1 | 2 | 2 |
| sky130_fd_sc_hd__nand2_1 | 5 | 5 |
| sky130_fd_sc_hd__nand3_1 | 7 | 7 |
| sky130_fd_sc_hd__nand4_1 | 5 | 5 |
| sky130_fd_sc_hd__nor2_1 | 11 | 11 |
| sky130_fd_sc_hd__nor3_1 | 2 | 2 |
| sky130_fd_sc_hd__o21ai_0 | 7 | 7 |
| sky130_fd_sc_hd__xor2_1 | 5 | 5 |
==> routing by layer <==
layer,wire length (um),vias to the layer above
li1,-,455
met5,0,-
met3,98,2
met2,924,12
met1,1220,402
met4,31,0
==> stage by stage <==
stage	setup WS [ns]	total power [W]	utilization, %	hold slack, ns
5_1_grt	0.269	0.000967	18.8	0.495
4_1_cts	0.423	0.000936	18.8	0.480
6_report	0.419	0.000917	18.8	0.474
3_3_place_gp	0.168	0.000600	18.1	0.454
3_5_place_dp	0.127	0.000600	18.1	0.459
2_1_floorplan	0.646	0.000572	-	0.437
==> how the worst max path moves through the flow <==
stage | start | to | slack, ns | depth (start not counted)
6_report | valid | data[6]$_SDFFE_PP0P_ | 0.42 | 5
5_1_grt | enable | data[7]$_SDFFE_PP0P_ | 0.27 | 5
4_1_cts | valid | data[0]$_SDFFE_PP0P_ | 0.42 | 5
==> cell type report <==
type / instances / area [sq um] / share of cell area [%]
Clock buffer: 4 / 55.1 / 3.83
Sequential cell: 26 / 520 / 36.2
Timing Repair Buffer: 14 / 138 / 9.57
Multi-Input combinational cell: 85 / 594 / 41.3
Tap cell: 102 / 128 / 8.87
Inverter: 1 / 3.75 / 0.261
==> worst max-delay path, stage by stage <==
cell	delay (ns)
sky130_fd_sc_hd__clkdlybuf4s50_1	0.47
sky130_fd_sc_hd__nand3_1	0.08
sky130_fd_sc_hd__buf_4	0.19
sky130_fd_sc_hd__nor2_1	0.42
sky130_fd_sc_hd__a22o_1	0.23
==> cells by family (layout without fill, tap and decap cells) <==
kind of cell / after synthesis / after routing / synth area share, %
compound gates: 32 / 32 / 20.4
xor+xnor: 6 / 6 / 4.65
fa+ha+maj: 3 / 3 / 3.32
buf+inv: 4 / 19 / 1.33
flops: 26 / 26 / 46.1
mux: 3 / 3 / 3.77
simple gates: 41 / 41 / 20.5
==> power groups by stage <==
stage	registers (W)	logic (W)	clock network [W]
after CTS	0.000531	0.0000573	0.000348
after global routing	0.000533	0.0000628	0.000371
final	0.000531	0.0000564	0.000330
Power figures rest on the tool's default switching activity, not on a simulated workload.
